==> /design/flow/design.v <==
`timescale 1ns / 1ps
module characters(
  input [7:0] select_in,
  input [2:0]coor_x,
  input [2:0]coor_y,
  output pixel
  );
  logic [10:0]select; 
  assign select = {3'd0, select_in};
  logic [19:0] vec_char_0;
  logic [19:0] vec_char_1;
  logic [19:0]vect_num_00; 
  logic [19:0]vect_num_01;
  logic [19:0]vect_num_10;
  logic [19:0]vect_num_11;
  logic [19:0]vect_num_20;
  logic [19:0]vect_num_21;
  logic [19:0]vect_num_30;
  logic [19:0]vect_num_31;
  logic [19:0]vect_num_40;
  logic [19:0]vect_num_41;
  logic [19:0]vect_num_50;
  logic [19:0]vect_num_51;
  logic [19:0]vect_num_60;
  logic [19:0]vect_num_61;
  logic [19:0]vect_num_70;
  logic [19:0]vect_num_71;
  logic [19:0]vect_num_80;
  logic [19:0]vect_num_81;
  logic [19:0]vect_num_90;
  logic [19:0]vect_num_91;
  logic [19:0]vect_char_a0;
  logic [19:0]vect_char_a1;
  logic [19:0]vect_char_b0;
  logic [19:0]vect_char_b1;
  logic [19:0]vect_char_c0;
  logic [19:0]vect_char_c1;
  logic [19:0]vect_char_d0;
  logic [19:0]vect_char_d1;
  logic [19:0]vect_char_e0;
  logic [19:0]vect_char_e1;
  logic [19:0]vect_char_f0;
  logic [19:0]vect_char_f1;
  logic [19:0]vect_char_plus0;
  logic [19:0]vect_char_plus1;
  logic [19:0]vect_char_and0;
  logic [19:0]vect_char_and1;
  logic [19:0]vect_char_mult0;
  logic [19:0]vect_char_mult1;
  logic [19:0]vect_char_minus0;
  logic [19:0]vect_char_minus1;
  logic [19:0]vect_char_or0;
  logic [19:0]vect_char_or1;
  logic [19:0]vect_char_space0;
  logic [19:0]vect_char_space1;
  assign {vect_num_01, vect_num_00} =   {5'b00000,5'b01110,5'b10001,5'b10011,5'b10101,5'b11001,5'b10001,5'b01110};
  assign {vect_num_11, vect_num_10} =   {5'b00000,5'b01110,5'b00100,5'b00100,5'b00100,5'b00100,5'b00110,5'b00100};
  assign {vect_num_21, vect_num_20} =   {5'b00000,5'b11111,5'b00010,5'b00100,5'b01000,5'b10000,5'b10001,5'b01110};
  assign {vect_num_31, vect_num_30} =   {5'b00000,5'b01110,5'b10001,5'b10000,5'b01000,5'b00100,5'b01000,5'b11111};
  assign {vect_num_41, vect_num_40} =   {5'b00000,5'b01000,5'b01000,5'b11111,5'b01001,5'b01010,5'b01100,5'b01000};
  assign {vect_num_51, vect_num_50} =   {5'b00000,5'b01110,5'b10001,5'b10000,5'b10000,5'b01111,5'b00001,5'b11111};
  assign {vect_num_61, vect_num_60} =   {5'b00000,5'b01110,5'b10001,5'b10001,5'b01111,5'b00001,5'b00010,5'b01100};
  assign {vect_num_71, vect_num_70} =   {5'b00000,5'b00010,5'b00010,5'b00010,5'b00100,5'b01000,5'b10000,5'b11111};
  assign {vect_num_81, vect_num_80} =   {5'b00000,5'b01110,5'b10001,5'b10001,5'b01110,5'b10001,5'b10001,5'b01110};
  assign {vect_num_91, vect_num_90} =   {5'b00000,5'b00110,5'b01000,5'b10000,5'b11110,5'b10001,5'b10001,5'b01110};
  assign {vect_char_a1, vect_char_a0} = {5'b00000,5'b11110,5'b10001,5'b11110,5'b10000,5'b01110,5'b00000,5'b00000};
  assign {vect_char_b1, vect_char_b0} = {5'b00000,5'b01110,5'b10001,5'b10011,5'b10101,5'b11001,5'b10001,5'b01110};
  assign {vect_char_c1, vect_char_c0} = {5'b00000,5'b01110,5'b10001,5'b10011,5'b10101,5'b11001,5'b10001,5'b01110};
  assign {vect_char_d1, vect_char_d0} = {5'b00000,5'b01110,5'b10001,5'b10011,5'b10101,5'b11001,5'b10001,5'b01110};
  assign {vect_char_e1, vect_char_e0} = {5'b00000,5'b01110,5'b10001,5'b10011,5'b10101,5'b11001,5'b10001,5'b01110};
  assign {vect_char_f1, vect_char_f0} = {5'b00000,5'b01110,5'b10001,5'b10011,5'b10101,5'b11001,5'b10001,5'b01110};
  assign {vect_char_and1, vect_char_and0} = {5'b00000,5'b10110,5'b01001,5'b10101,5'b00010,5'b00101,5'b01001,5'b00110};
  assign {vect_char_mult1, vect_char_mult0} = {5'b00000,5'b00000,5'b00100,5'b10101,5'b01110,5'b10101,5'b00100,5'b00000};
  assign {vect_char_plus1, vect_char_plus0} = {5'b00000,5'b01110,5'b10001,5'b10011,5'b10101,5'b11001,5'b10001,5'b01110};
  assign {vect_char_minus1, vect_char_minus0} = {5'b00000,5'b01110,5'b10001,5'b10011,5'b10101,5'b11001,5'b10001,5'b01110};
  assign {vect_char_or1, vect_char_or0} = {5'b00000,5'b01110,5'b10001,5'b10011,5'b10101,5'b11001,5'b10001,5'b01110};
  assign {vect_char_space1, vect_char_space0}=40'd0;
  always_comb
  begin
    case(select)
      48:  {vec_char_1, vec_char_0} = {vect_num_01, vect_num_00} ;
      49:  {vec_char_1, vec_char_0} = {vect_num_11, vect_num_10} ;
      50:  {vec_char_1, vec_char_0} = {vect_num_21, vect_num_20} ; 
      51:  {vec_char_1, vec_char_0} = {vect_num_31, vect_num_30} ; 
      52:  {vec_char_1, vec_char_0} = {vect_num_41, vect_num_40} ;
      53:  {vec_char_1, vec_char_0} = {vect_num_51, vect_num_50} ;
      54:  {vec_char_1, vec_char_0} = {vect_num_61, vect_num_60} ;
      55:  {vec_char_1, vec_char_0} = {vect_num_71, vect_num_70} ;
      56:  {vec_char_1, vec_char_0} = {vect_num_81, vect_num_80} ;
      57:  {vec_char_1, vec_char_0} = {vect_num_91, vect_num_90} ;
      97:  {vec_char_1, vec_char_0} = {vect_char_a1, vect_char_a0};
      98:  {vec_char_1, vec_char_0} = {vect_char_b1, vect_char_b0};
      99:  {vec_char_1, vec_char_0} = {vect_char_c1, vect_char_c0};
      100: {vec_char_1, vec_char_0} = {vect_char_d1, vect_char_d0};
      101: {vec_char_1, vec_char_0} = {vect_char_e1, vect_char_e0};
      102: {vec_char_1, vec_char_0} = {vect_char_f1, vect_char_f0};
      43:  {vec_char_1, vec_char_0} = {vect_char_plus1, vect_char_plus0};
      45:  {vec_char_1, vec_char_0} = {vect_char_minus1, vect_char_minus0};
      42:  {vec_char_1, vec_char_0} = {vect_char_mult1, vect_char_mult0};
      124: {vec_char_1, vec_char_0} = {vect_char_or1, vect_char_or0};
      38:  {vec_char_1, vec_char_0} = {vect_char_and1, vect_char_and0};
      default: {vec_char_1, vec_char_0} = {vect_char_f1, vect_char_f0};
    endcase
  end 
  logic [4:0]character_to_show[0:7];
  logic [4:0]row;
  assign { character_to_show[7], character_to_show[6], character_to_show[5], character_to_show[4],
  			character_to_show[3], character_to_show[2], character_to_show[1], character_to_show[0] } = 
  			{vec_char_1, vec_char_0};
  assign row = character_to_show[coor_y];
  assign pixel = row[coor_x];
endmodule
module show_one_char(
  input clk, 
  input rst, 
  input [8:0]hc_visible,
  input [7:0]vc_visible,
  input [7:0] the_char_in,
  output logic in_square,
  output logic in_character
  );
  parameter n =                      3;            
  parameter ancho_pixel =            'd7;          
  parameter CHAR_X_LOC =             9'd70;
  parameter CHAR_Y_LOC =             9'd150;
  localparam CHARACTER_WIDTH =       8'd5;
  localparam CHARACTER_HEIGHT =      8'd8;
  localparam MAX_CHARACTER_LINE =    2;           
  localparam MAX_NUMBER_LINES =      4;           
  localparam MENU_WIDTH =            ( CHARACTER_WIDTH + 8'd1 ) * MAX_CHARACTER_LINE * ancho_pixel + ancho_pixel;
  localparam MENU_HEIGHT =           (CHARACTER_HEIGHT) * MAX_NUMBER_LINES * ancho_pixel  + ancho_pixel;
  localparam CHAR_X_TOP =            CHAR_X_LOC + MENU_WIDTH;
  localparam CHAR_Y_TOP =            CHAR_Y_LOC + MENU_HEIGHT; 
  logic [7:0]the_char;
  assign the_char={the_char_in};
  logic [7:0]push_menu_minimat_x;                 
  logic [7:0]push_menu_minimat_y;                 
  logic [7:0]push_menu_minimat_x_next;
  logic [7:0]push_menu_minimat_y_next;
  logic [2:0]pixel_x_to_show;                     
  logic [2:0]pixel_y_to_show;                     
  logic [2:0]pixel_x_to_show_next;
  logic [2:0]pixel_y_to_show_next;
  logic [8:0]hc_visible_menu;                     
  logic [8:0]vc_visible_menu;                     
  logic in_square_hc;
  logic in_square_vc;
  assign in_square = (hc_visible_menu > 0) && (vc_visible_menu > 0);
  assign in_square_hc = in_square && (hc_visible_menu > ancho_pixel);  
  assign in_square_vc = (vc_visible_menu > ancho_pixel);  
  assign hc_visible_menu = ( (hc_visible >= CHAR_X_LOC) && (hc_visible <= CHAR_X_TOP) )? hc_visible - CHAR_X_LOC:9'd0;
  assign vc_visible_menu = ( (vc_visible >= CHAR_Y_LOC) && (vc_visible <= CHAR_Y_TOP) )? vc_visible - CHAR_Y_LOC:9'd0;
  logic [n-1:0]contador_pixels_horizontales;     
  logic [n-1:0]contador_pixels_verticales;       
  logic [n-1:0]contador_pixels_horizontales_next;
  logic [n-1:0]contador_pixels_verticales_next;
  always_comb
    if(in_square_hc)
      if(contador_pixels_horizontales == (ancho_pixel - 'd1))
        contador_pixels_horizontales_next = 3'd0;
      else
	contador_pixels_horizontales_next = contador_pixels_horizontales + 'd1;
    else
      contador_pixels_horizontales_next = 'd0;
  always_ff@(posedge clk)
      contador_pixels_horizontales <= contador_pixels_horizontales_next;
  always_comb
    if(in_square_vc)
      if(hc_visible_menu == MENU_WIDTH)
        if(contador_pixels_verticales == (ancho_pixel - 'd1))
          contador_pixels_verticales_next = 'd0;
        else
          contador_pixels_verticales_next = contador_pixels_verticales + 'd1;
      else
        contador_pixels_verticales_next = contador_pixels_verticales;
    else
      contador_pixels_verticales_next = 'd0;
  always_ff@(posedge clk)
      contador_pixels_verticales <= contador_pixels_verticales_next;
  logic pixel_limit_h = contador_pixels_horizontales == (ancho_pixel - 'd1); 
  logic hor_limit_char = push_menu_minimat_x == ((CHARACTER_WIDTH + 8'd1) - 8'd1); 
  always_comb
  begin
    case({in_square_hc, pixel_limit_h, hor_limit_char})
      3'b111: push_menu_minimat_x_next = 8'd0;
      3'b110: push_menu_minimat_x_next = push_menu_minimat_x + 8'd1;
      3'b100, 3'b101: push_menu_minimat_x_next = push_menu_minimat_x;
      default: push_menu_minimat_x_next = 8'd0;
    endcase
    case({in_square_hc,pixel_limit_h,hor_limit_char})
      3'b111: pixel_x_to_show_next = 3'd0;
      3'b110: pixel_x_to_show_next = pixel_x_to_show + 3'd1;
      3'b100,3'b101:pixel_x_to_show_next = pixel_x_to_show;
      default:pixel_x_to_show_next = 3'd0;
    endcase
  end
  always_ff@(posedge clk)
  begin
    push_menu_minimat_x <= push_menu_minimat_x_next;
    pixel_x_to_show <= pixel_x_to_show_next;
  end
  logic pixel_limit_v;
  logic ver_limit_char;
  assign pixel_limit_v = (contador_pixels_verticales == (ancho_pixel - 'd1) && (hc_visible_menu == MENU_WIDTH));  
  assign ver_limit_char = push_menu_minimat_y == (CHARACTER_HEIGHT - 8'd1);  
  always_comb
  begin
    case({in_square_vc, pixel_limit_v, ver_limit_char})
      3'b111:push_menu_minimat_y_next = 8'd0;
      3'b110:push_menu_minimat_y_next = push_menu_minimat_y + 8'd1;
      3'b100,3'b101:push_menu_minimat_y_next = push_menu_minimat_y;
      default:push_menu_minimat_y_next = 8'd0;
    endcase
    case({in_square_vc, pixel_limit_v, ver_limit_char})
      3'b111:pixel_y_to_show_next = 3'd0;
      3'b110:pixel_y_to_show_next = pixel_y_to_show + 3'd1;
      3'b100,3'b101:pixel_y_to_show_next = pixel_y_to_show;
      default:pixel_y_to_show_next = 3'd0;
    endcase
  end
  always_ff@(posedge clk)
  begin
    push_menu_minimat_y <= push_menu_minimat_y_next;
    pixel_y_to_show <= pixel_y_to_show_next;
  end
  logic [7:0]tex_row_tmp;
  logic [7:0]select;
  assign tex_row_tmp = the_char;
  assign select = tex_row_tmp;
  logic pix;
  characters m_ch(select[7:0], pixel_x_to_show, pixel_y_to_show, pix);
  always_comb
    if(in_square_hc && in_square_vc)
      if(pixel_x_to_show == 5)
        in_character = 1'd0;
      else
        in_character = pix;
    else
      in_character = 1'd0;
endmodule
==> /design/flow/run.sh <==
#!/bin/bash
# OpenROAD 26Q1-2900-gdf79404cd8, Yosys 0.63+post, stock flow scripts
make -C /OpenROAD-flow-scripts/flow DESIGN_CONFIG=/design/flow/config.mk WORK_HOME=/design/flow/orfs finish
==> /design/flow/config.mk <==
export PLATFORM = sky130hd
export DESIGN_NAME = show_one_char
export DESIGN_NICKNAME = show_one_char
export VERILOG_FILES = /design/flow/design.v
export SDC_FILE = /design/flow/constraint.sdc
export NUM_CORES = 4
export LEC_CHECK = 1
export CORE_UTILIZATION = 50
==> /design/flow/constraint.sdc <==
current_design show_one_char

set clk_period 9.3
set clk_io_pct 0.2

create_clock -name clk0 -period $clk_period [get_ports {clk}]

set non_clock_inputs [all_inputs -no_clocks]
set_input_delay [expr $clk_period * $clk_io_pct] -clock clk0 $non_clock_inputs
set_output_delay [expr $clk_period * $clk_io_pct] -clock clk0 [all_outputs]
==> flow_summary.ini <==
; implementation run metrics
[power_and_ir_drop]
switchingPower_uw = 87.4
internal_power_uw = 205
peakVddDrop_mv = 0.108
power.leakage_uw = 0.00118
power_frac_clock = 0.222
seqPwrFrac = 0.501
combPwrFrac = 0.277
power_density_nw_per_um2 = 86.0
power_uw = 292
sw_frac_of_total = 0.299

[die]
fp_util = 0.521
die_w_um = 80.8
core_um2 = 5960
rows = 28
ioPinCount = 29
die_area_um2 = 6530
die_y_um = 80.8

[placed_design]
dp_hpwl_um = 5110
finalWeightedCongestion = 1.02
pre_cts_ws_ns = 2.34
portBuffers = 27

[route]
drc = 0
drt-total-wl_um = 6940
vias = 2764
antenna_cells = 0
vias_per_cell = 5.96
ant_nets = 0
drtIter0Drc = 229
wl_per_cell_um = 14.9
drt-pass1-iter-count = 4

[final_timing]
setup_viol = 0
hold_violations = 0
slew_violations = 0
tightest_slew_ns = 0.648
timing.fmax_mhz = 143
slew_headroom = 0.565
worst_slack_ns = 2.29
timing.final.crit_share = 0.754
fin_skew_ns = 0.00275
post-route-min-period_ns = 7.01
fin_setup_tns_ns = 0
rsz0062_at_grt = false

[setup_path]
r2r_slack_ns = 7.54
worstPathRequired_ns = 7.44
r2r-end = push_menu_minimat_x[4]
crit_fanout = 13
cp-end-kind = output port
rr_worst_depth = 6
cp.arrival_ns = 5.15
worstSetupStartpointType = primary input
crit_end = in_character
r2r_start = push_menu_minimat_x[1]
crit_path_start = the_char_in[4]
path_class = primary input to output port

[yosys]
ys_sh_simple = 0.300
synth_cell_types = 79
ff_type = edfxtp_1
top_cell = nor2_1
fa_ha_area_frac = 0.0645
topCellsByArea = edfxtp_1 (21%), ha_1 (6.4%), nor2_1 (5.3%)
logic_family = simple AND/OR/NAND/NOR gates
mux_share = 0.0101
ys_warn_count = 3
netlist_instances = 372
top_cell_area_share = 0.213
async_reset_ff_frac = 0
numSynthFlops = 28
postSynthAreaPerCell_um2 = 8.34
edf_count = 22
synth_seq_share = 0.252
ys_sh_xor = 0.0621
yosys.area.top_type = edfxtp_1
aoi_share = 0.236
yosys_cells = 372
yosys_area_um2 = 3100
common_cells = nor2_1 (44), nand2_1 (31), edfxtp_1 (22)
netlist_area_um2 = 3100

[cts]
clkSinkCount = 28
numCtsBuffers = 3
cts_root_buf = clkbuf_8
cts_setup_buffers = 0
clkLatencyLatePin_ns = 0.27
ctsResizeCount = 0
clk_pin_slew_ns = 0.09
clockBufferDepth = 2
cts-hold-fix-buffers = 0
htreeDepth = 1
cts_tree = done

[run_status]
outcome = finished, final reports clean

[job]
drv_cap = 0
warnings = 35

[global_route]
track_usage = 0.226
grt_pass1_vias = 2347
antenna_found_initial = 0
grt_max_degree = 30
grt_overflow = 0
grt_pass1_wl_um = 11200

[finish]
areaGrowthSynthToFinish_pct = 9.47
layout-drive-gt1-share = 0.0823

[hold_path]
hold_class = flip-flop to flip-flop
worstHoldStart = contador_pixels_horizontales[0]
-- routing by layer --
layer / up-vias / part of all wire / track usage
met4: 0 / 0.018 / 0.0446
met2: 81 / 0.44 / 0.330
met3: 10 / 0.060 / 0.0251
met1: 1266 / 0.48 / 0.371
li1: 1407 / - / -
met5: - / 0 / 0
-- power groups by stage --
stage,combinational (uW),clock (uW),sequential [uW]
final,81.0,64.8,147
after global routing,89.7,70.6,148
after CTS,80.8,66.9,146
-- layout make-up --
type / instances / area (um2)
clock buffers: 3 / 41.3
clock inverters: 1 / 3.75
fillers: 557 / 2560
inverters: 22 / 82.6
multi-input cells: 303 / 2090
flip-flops and latches: 28 / 781
well taps: 75 / 93.8
repair buffers: 32 / 308
-- registers in the layout, indices dropped and copies added, names as in the netlist --
register / count
push_menu_minimat_x: 8
push_menu_minimat_y: 8
contador_pixels_horizontales: 3
contador_pixels_verticales: 3
pixel_x_to_show: 3
pixel_y_to_show: 3
-- cells in the final DEF (no fill, tap or decap), types with 5 or more instances in the layout --
cell type        synthesis  layout
dfxtp_1                  6       6
nor4_1                   6       6
buf_4                    4       5
and3_1                   7       7
o21ai_0                 21      21
a21oi_1                 18      18
nor2b_1                  5       5
ha_1                    16      16
inv_1                   21      21
a31oi_1                  5       5
nor3_1                  13      13
xor2_1                  11      11
nor2_1                  44      44
clkdlybuf4s50_1          0      27
nand2_1                 31      31
xnor2_1                 11      11
edfxtp_1                22      22
nand3_1                 14      14
-- worst min path at each step --
stage	slack [ns]	cells after the start	to
CTS	0.46	1	contador_pixels_horizontales[0]
global route	0.48	1	contador_pixels_horizontales[0]
finish	0.45	1	contador_pixels_horizontales[0]
-- critical path: stages --
cell and delay (ns):
clkdlybuf4s50_1 0.80, nand4bb_1 0.62, or4b_1 0.72, a21oi_1 0.17, a2111oi_0 0.09, nand4_1 0.13
a21oi_2 0.06, nor4_2 0.19, clkdlybuf4s50_1 0.51
-- stage by stage --
stage	util	std cells	instance area (um2)	hold slack, ns
2_1_floorplan	-	372	3100	0.417
3_3_place_gp	0.563	460	3350	0.432
3_5_place_dp	0.563	460	3350	0.436
4_1_cts	0.571	464	3400	0.455
5_1_grt	0.571	464	3400	0.485
6_report	0.571	464	3400	0.451
-- logic make-up after synthesis --
logic type	after synthesis
AOI/OAI and AO/OA	99
xor gates and xnor gates	22
adders and majority gates	16
buffers and inverters	41
DFF	28
muxes	3
and+or+nand+nor	163
No activity file was given, so power comes from the tool's default toggle rates.
