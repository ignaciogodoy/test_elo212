$ cat flow/run.sh
#!/bin/bash
# OpenROAD 26Q1-2900-gdf79404cd8, Yosys 0.63+post, stock flow scripts
make -C /OpenROAD-flow-scripts/flow DESIGN_CONFIG=/design/flow/config.mk WORK_HOME=/design/flow/orfs finish
$ cat flow/config.mk
export PLATFORM = sky130hd
export DESIGN_NAME = hvsync_generator
export DESIGN_NICKNAME = hvsync_generator
export VERILOG_FILES = /design/flow/design.v
export SDC_FILE = /design/flow/constraint.sdc
export NUM_CORES = 4
export LEC_CHECK = 1
export CORE_AREA = 10 10 98 98
export DIE_AREA = 0 0 108 108
$ cat flow/constraint.sdc
current_design hvsync_generator

set clk_period 1.8
set clk_io_pct 0.2

create_clock -name clk0 -period $clk_period [get_ports {clk}]

set non_clock_inputs [all_inputs -no_clocks]
set_input_delay [expr $clk_period * $clk_io_pct] -clock clk0 $non_clock_inputs
set_output_delay [expr $clk_period * $clk_io_pct] -clock clk0 [all_outputs]
$ cat flow/design.v
module hvsync_generator(clk, reset, hsync, vsync, display_on, hpos, vpos);
  input clk;
  input reset;
  output hsync, vsync;
  output display_on;
  output [8:0] hpos;
  output [8:0] vpos;
  localparam hpixels = 9'd319;   
  localparam vlines  = 9'd260;   
  localparam hfp  = 9'd7;       
  localparam hsc  = 9'd24;       
  localparam hbp  = 9'd32;       
  localparam vfp  = 9'd4;        
  localparam vsc  = 9'd10;        
  localparam vbp  = 9'd6;       
  logic [8:0]hc_visible;
  logic [8:0]vc_visible;
  logic [8:0] hc, hc_next, vc, vc_next;              
  assign hc_visible = ((hc < (hpixels - hfp)) && (hc >= (hsc + hbp)))?(hc - (hsc + hbp) + 'd1):9'd0;
  assign vc_visible = ((vc < (vlines - vfp))  && (vc >= (vsc + vbp)))?(vc - (vsc + vbp) + 'd1):9'd0;
  assign display_on = ((hc_visible > 0) && (vc_visible > 0));
  assign hpos = hc_visible;
  assign vpos = vc_visible;
  always_comb
    if(hc == (hpixels - 1))				 
      hc_next = 9'd0;			 
    else
      hc_next = hc + 9'd1;		 
  always_comb
    if(hc == 9'd0)
      if(vc == (vlines - 1))
        vc_next = 9'd0;
      else
        vc_next = vc + 9'd1;
    else
      vc_next = vc;
  always_ff@(posedge clk)
    {hc, vc} <= {hc_next, vc_next};
  assign hsync = (hc < hsc) ? 1'b1 : 1'b0;    
  assign vsync = (vc < vsc) ? 1'b1 : 1'b0;    
endmodule
==> out/metrics.cfg <==
[worst_setup_path]
critPathKind = flip-flop to output port
cp-start-kind = flip-flop
cpMaxStageDelayCell = edfxtp_1
cp.required_ps = 1440
max_stage_delay_ps = 440
cp_num_buf_inv = 2
cp_cell_sequence = ha_4 > and3_4 > nor3_4 > buf_6 > a31oi_4 > o31ai_4 > a221oi_2 > buf_2
crit_arrival_ps = 1860
end_kind = output port
timing.critical_path.max_delay_family = AND-OR/OR-AND gates
worstPathMaxFanout = 4

[global_routing]
grt_pass1_vias = 1533
grt_pass1_wl_mm = 7.13
globalRouteTotalUtil_pct = 7.36
antenna_found_initial = 0
grt_max_degree = 11
grt_overflow = 0

[synthesis]
ys_async_sr_fraction_pct = 0
ys_types = 51
ys_warn_count = 1
synth-seq-cells = 18
yosysSeqAreaShare_pct = 32.2
edf_count = 9
ys_area_um2 = 1400
ff_type = edfxtp_1
ys_cells = 161
synth_cells = 161
post_synth_instance_area_um2 = 1400
avgSynthCellArea_um2 = 8.68

[final_timing]
setup_viol = 15
period_used_pct = 123
clock.fmax_mhz = 450
finClkSkew_ps = 2.23
rsz0062_at_grt = yes
finalSetupTns_ps = -2750
maxSlewViolCount = 0
finalWorstSetupSlack_ps = -421
timing_hold_violations_final = 0
period_minus_slack_ps = 2220

[power_and_ir_drop]
p_leak_nw = 1.25
p_per_area_nw_per_um2 = 261
irDropWorstVdd_mv = 0.182

[clock_tree]
hold_buffers = 0
cts_buffers = 3
h-tree-depth = 1
clock_path_buffers = 2
clock.latency.late_pin_ps = 260
cts_tree = done
cts_sinks = 18
cts-root-buf = clkbuf_8
path_clk_slew_ps = 80

[routing]
wl_mm = 4.78
antenna_cells = 0
drt_iter0_drc = 58
drt-pass1-iter-count = 4
wl_per_cell_um = 12.9
drc = 0
via_count = 1577
routed_via_density = 4.25
ant_nets = 0

[placed_design]
hpwl_mm = 2.83
finalWeightedCongestion = 0.860
io_buffers = 20
dp.cells = 327
preCtsSetupSlack_ps = -537

[job]
openroad.warnings = 30
maxCapViolations = 0

[cells_and_area]
drive_gt1_share_pct = 66.9
nFillCells = 715
layout_top_cell = buf_4
final_cell_mix = buf_4, buf_6, nor2_1, buf_2, edfxtp_1
area_growth_syn_to_layout_pct = 98.9
final_cells = 371

[die]
rows = 32
ios = 23
dieArea_um2 = 11700
coreArea_um2 = 7650
core_util_floorplan_pct = 18.3
die_h_um = 108
die_w_um = 108

[min_path]
hp-class = flip-flop to flip-flop

[outcome]
violations = negative setup slack
status = finished, violations left

[worst min-delay path, delay by kind of cell, from the launching register on]
| kind | cells | cell delay, ps |
|---|---|---|
| flip-flops | 1 | 350 |
| buffers and inverters | 1 | 130 |
| XOR/XNOR | 1 | 60 |
[cells in the mapped netlist (4+ instances only)]
library cell / n / area share [%]
nor2_1: 28 / 7.5
xor2_1: 9 / 5.6
nand2_1: 10 / 2.7
inv_1: 5 / 1.3
dfxtp_1: 9 / 13
nor2b_1: 4 / 1.8
xnor2_1: 10 / 6.3
nand3_1: 8 / 2.9
a21oi_1: 6 / 2.1
buf_2: 7 / 2.5
ha_1: 4 / 3.6
edfxtp_1: 9 / 19
[per-stage QoR]
stage	total power [mW]	util (%)	instance area [um2]	hold slack, ps
after floorplan	0.437	-	1410	440
after global routing	0.753	36.4	2780	611
after detailed placement	0.435	27.2	2080	517
after global placement	0.435	27.2	2080	517
final	0.727	36.4	2780	583
after CTS	0.739	31.7	2430	549
[cells by family after synthesis]
kind of cell	synth area share, %
compound gates	12.2
xor+xnor	13.1
fa+ha+maj	3.58
buf+inv	7.07
flops	32.2
mux	1.43
other cells	0.268
simple gates	30.2
[report_power, final]
part | internal (mW) | switching, mW | leakage [nW] | total, mW
logic | 0 | 0.0000937 | 1.05 | 0.0000947
registers | 0.419 | 0 | 0.183 | 0.419
clock network | 0.158 | 0.150 | 0.0228 | 0.307
total | 0.577 | 0.150 | 1.25 | 0.727
[registers in the layout (all words and copies together), names as in the netlist]
register and cells:
hc 9, vc 9
[timing repair]
action                                  in CTS  in global routing
pin swaps                                   20                 25
gates cloned                                 0                  0
gates resized                               85                 72
endpoints found under the setup margin      20                 21
endpoints found under the hold margin        0                  0
setup buffers                               25                 17
[layer usage]
metal  up-vias  part of all wire (%)  track usage [%]  wire, um
li1        777                     -                -         -
met4         0                  0.23            0.573        11
met3         2                   5.3             2.83       251
met2        28                    47             11.0      2250
met1       770                    47             10.3      2270
met5         -                     0                0         0
[final cells by class]
cell class | instances | area (um2) | share of cell area, %
Clock buffer | 4 | 45.0 | 1.62
Inverter | 5 | 21.3 | 0.765
Multi-Input combinational cell | 126 | 1180 | 42.4
Sequential cell | 18 | 472 | 17.0
Tap cell | 102 | 128 | 4.59
Timing Repair Buffer | 116 | 935 | 33.6
[path summary, 6_finish.rpt]
check	startpoint	endpoint	slack [ps]	depth (start not counted)
setup reg to reg	vc[0]	vc[8]	80	7
hold / removal	hc[7]	hc[7]	580	2
setup / recovery	vc[0]	display_on	-420	8
hold reg to reg	hc[7]	hc[7]	580	2
Power and IR drop assume default switching activity.
